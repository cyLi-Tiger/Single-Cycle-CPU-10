--- flow/design.v ---
`timescale 1ns / 1ps
module dm_4k(Addr,Din,We,Clk,Dout);
    input[31:0]Addr,Din;
    input Clk,We;
    output[31:0]Dout;
    reg[31:0]Ram[1024:0];
    assign Dout=Ram[Addr[6:2]];
    always@(posedge Clk)begin
        if(We)
            Ram[Addr[6:2]]<=Din;
    end
    integer i;
    initial begin
        for(i=0;i<32;i=i+1)
            Ram[i]=0;
    end
endmodule
--- flow/run.sh ---
#!/bin/bash
# OpenROAD 26Q1-2900-gdf79404cd8, Yosys 0.63+post, stock flow scripts
make -C /OpenROAD-flow-scripts/flow DESIGN_CONFIG=/design/flow/config.mk WORK_HOME=/design/flow/orfs finish
--- flow/config.mk ---
export PLATFORM = sky130hd
export DESIGN_NAME = dm_4k
export DESIGN_NICKNAME = dm_4k
export VERILOG_FILES = /design/flow/design.v
export SDC_FILE = /design/flow/constraint.sdc
export NUM_CORES = 4
export LEC_CHECK = 1
export CORE_UTILIZATION = 30
export SYNTH_MEMORY_MAX_BITS = 65536
--- flow/constraint.sdc ---
current_design dm_4k

set clk_period 4.4
set clk_io_pct 0.2

create_clock -name clk0 -period $clk_period [get_ports {Clk}]

set non_clock_inputs [all_inputs -no_clocks]
set_input_delay [expr $clk_period * $clk_io_pct] -clock clk0 $non_clock_inputs
set_output_delay [expr $clk_period * $clk_io_pct] -clock clk0 [all_outputs]
==> results_slide.txt <==
Physical Implementation Snapshot

Hold path
  – Hold Crit Class: in -> reg
  – Hold path endpoint: Ram[15][29]
  – Hold Startpoint: Din[29]
  – Hold Crit Depth: 2

Logic synthesis
  – Top cells by count: edfxtp_1, mux2i_1, o22ai_1
  – Area share, top type: 0.786
  – Post-Synth XOR/XNOR Area: 0
  – Leading area contributor after synthesis: edfxtp_1
  – Complex Gates by Area: 0.0413
  – Synthesis area per yosys: between 0.03 and 0.04 mm²
  – Yosys simple share: 0.0227
  – Synth Seq Share: 0.786
  – Mapped Cells: about 2100
  – Post-synth EDFFs: between 1000 and 1500
  – Ys flops: ~1000
  – Comb area leader: multiplexers
  – Count leader, synth: edfxtp_1
  – Post-Syn Area: roughly 0.04 mm²
  – Synth Warn #: 1
  – Ys async rst share: 0
  – Yosys Instances: just over 2000
  – FA/HA/MAJ Cells, Area Fraction: 0
  – Synth cell types: 24
  – Synthesized area per cell: 18.9 µm²
  – Top FF cell, synth: edfxtp_1
  – Biggest area cells: edfxtp_1, mux2i_1, o22ai_1
  – MUX area fraction: 0.131

Drt
  – # DRC: 0
  – Routed length per instance: between 20 and 25 µm
  – Drt pass-1 iters: 5
  – Drt initial violations: 1339
  – Post-route ant nets: 0
  – DRT Wirelength: roughly 100000 µm
  – Antenna cells: 0
  – Vias: about 21000
  – Vias per inst: 4.94

Power and ir drop
  – Max IR drop VDD: approximately 0.31 mV
  – Static Leak: 16.3 nW
  – Pwr/cell area: between 400 and 500 mW/mm²

Run status
  – Status: complete, no violations

Final layout
  – Share of layout cells above drive strength 1: 0.188
  – Max FFs per register: between 1000 and 1500
  – Fillers: 11678
  – Finished layout cell area: 0.0475 mm²
  – Synth-to-Final Area Change: 21.5%

Clock tree
  – Root Buffer: clkbuf_16
  – CTS tree: done
  – Number of CTS-inserted buffers: roughly 100
  – Sink Count: slightly above 1000
  – Longest Clk Path Bufs: 3
  – Htree depth: 3
  – Worst-path clk slew: 0.06 ns

Place
  – Gp weighted congestion: 0.843
  – Buffers on Ports: approximately 70
  – DP Wirelength: 59300 µm
  – Setup slack at placement: -0.164 ns
  – Post-Place Cell Area: between 0.04 and 0.05 mm²

Run
  – MaxCap Viol Count: 0
  – Tool Warnings: 54

Final timing
  – Fin crit period: 4.33 ns
  – Slew HR: 0.327
  – Slew Limit Fails: 0
  – Setup TNS: 0 ns
  – Period utilization: 0.985
  – Setup violations, final: 0
  – Fmax: ~0.23 GHz
  – Setup slack after layout: 0.0672 ns
  – Worst-Margin Slew: 1.01 ns
  – Final Hold Fails: 0

Critical path
  – CP Data Arrival Time: ~3.5 ns
  – Crit-path leading delay family: buffers and inverters
  – Worst Path Buf+Inv: 6
  – Worst-path cell chain: clkdlybuf4s50_1 -> buf_4 -> buf_4 -> nand4b_1 -> buf_4 -> buf_4 -> o22ai_1 -> nor4_2 -> nand2_2 -> clkdlybuf4s50_1
  – Worst EP required: 3.52 ns
  – CP Max Fanout: 15
  – Max stage delay cell, worst path: clkdlybuf4s50_1
  – Critical path type: in -> out
  – Startpoint types: input port
  – Crit-path most repeated cell: buf_4
  – CP Capture Type: output pin
  – Largest stage delay, worst path: approximately 0.51 ns

Floorplan
  – Ports: 98
  – Pre-Place Util: 0.302
  – CORE AREA: around 0.13 mm²
  – Die X: ~360 µm
  – Die Y-Extent: 363 µm
  – Row count: 132
  – Die Size: between 0.1 and 0.15 mm²

GRT
  – Gr usage total: 0.166
  – Vias in the first global route: 21966
  – Initial antenna violation count: 1
  – First-pass GRT wire length: approximately 150000 µm
  – Largest net degree at the start of global routing: 55
  – Global route total overflow: 0
==> stage by stage <==
| stage | hold slack [ns] | total power, W | utilization | std cells |
|---|---|---|---|---|
| after floorplan | 0.979 | 0.0115 | - | 2075 |
| after global placement | 1.70 | 0.0121 | 0.338 | 3975 |
| after detailed placement | 1.71 | 0.0122 | 0.338 | 3975 |
| after CTS | 1.01 | 0.0206 | 0.365 | 4166 |
| after global routing | 1.04 | 0.0211 | 0.367 | 4172 |
| final | 1.03 | 0.0205 | 0.367 | 4172 |
==> power breakdown <==
group          switching, W  internal (W)
combinational      0.000642      0.000454
clock               0.00353       0.00497
sequential        0.0000243        0.0109
total               0.00420        0.0163
==> cell families after synthesis <==
group                  count (synthesis)
AOI/OAI and AO/OA                    256
buffers and inverters                126
DFF                                 1024
muxes                                512
and+or+nand+nor                      157
==> cell usage in the layout (no fill, tap or decap), drive strengths merged, types with 5 or more instances in the layout <==
master,netlist,final
buf,106,221
bufinv,0,13
clkbuf,20,116
clkdlybuf4s50,0,64
clkinv,0,50
clkinvlp,0,5
edfxtp,1024,1024
inv,0,5
mux2i,512,512
nand2,34,34
nand4bb,6,6
nor2,29,29
nor4,64,64
o22ai,256,256
==> routing by layer <==
| metal | global-route usage | vias to the layer above | part of all wire |
|---|---|---|---|
| met5 | 0.0192 | - | 0.0031 |
| met4 | 0.0397 | 9 | 0.028 |
| met1 | 0.171 | 9963 | 0.32 |
| met2 | 0.254 | 1392 | 0.47 |
| li1 | - | 9054 | - |
| met3 | 0.141 | 181 | 0.18 |
==> how the worst max path moves through the flow <==
stage       start  depth (start not counted)        to
4_1_cts   Addr[4]                         10   Dout[5]
5_1_grt   Addr[6]                         11  Dout[27]
6_report  Addr[6]                         10   Dout[3]
==> cell type report <==
cell class	instances	area, µm²	share of cell area
Sequential cell	1024	30700	0.647
Clock inverter	73	733	0.0154
Clock buffer	114	2580	0.0542
Multi-Input combinational cell	925	8230	0.173
Timing Repair Buffer	294	3060	0.0644
Tap cell	1742	2180	0.0459
==> what timing repair did <==
action	in CTS	in global routing
endpoints found under the setup margin	25	29
cloned	2	2
buffers inserted	2	4
pin swaps	1	10
resized	26	32
hold buffers	0	0
No activity file was given, so power comes from the tool's default toggle rates.
